===== ./config.mk =====
export PLATFORM = sky130hd
export DESIGN_NAME = green
export DESIGN_NICKNAME = green
export VERILOG_FILES = /design/flow/design.v
export SDC_FILE = /design/flow/constraint.sdc
export NUM_CORES = 4
export LEC_CHECK = 1
export CORE_AREA = 10 10 70 70
export DIE_AREA = 0 0 80 80

===== ./constraint.sdc =====
current_design green

set clk_period 3.9
set clk_io_pct 0.2

create_clock -name clk0 -period $clk_period [get_ports {clk}]

set non_clock_inputs [all_inputs -no_clocks]
set_input_delay [expr $clk_period * $clk_io_pct] -clock clk0 $non_clock_inputs
set_output_delay [expr $clk_period * $clk_io_pct] -clock clk0 [all_outputs]

===== ./design.v =====
module green (clk, reset, SW_pause, SW_activate, KEY, red_led, LEDR, LEDR_out);
	input logic 	clk, reset, SW_pause, SW_activate, red_led;
	input logic [3:0]		KEY;
	input logic [7:0]		LEDR;
	output logic			LEDR_out;
	enum { led_off, led_on} ps, ns;
	logic 	[2:0] sum;
	logic [9:0] count;
	logic count_clk;
	assign sum = LEDR[0] + LEDR[1] + LEDR[2] + LEDR[3] + LEDR[4] + LEDR[5] + LEDR[6] + LEDR[7];
	always_comb begin
			case (ps)
				led_on:		if 	  ((sum > 3 | sum < 2 ) & SW_pause)	ns = led_off;
								else 		ns = led_on;
				led_off:		if 	  ((sum == 3 & SW_pause) | (red_led & ~SW_pause & SW_activate)) ns = led_on;
								else		ns = led_off;
				default: ns = led_off;				
			endcase
		end
	assign LEDR_out = (ps == led_on);
	always_ff @(posedge clk) begin
		if (reset)
			ps <= led_off;
		else
			ps <= ns;
	end
endmodule

===== ./run.sh =====
#!/bin/bash
# OpenROAD 26Q1-2900-gdf79404cd8, Yosys 0.63+post, stock flow scripts
make -C /OpenROAD-flow-scripts/flow DESIGN_CONFIG=/design/flow/config.mk WORK_HOME=/design/flow/orfs finish

==> results_slide.txt <==
Implementation Results

Timing
  • Slew margin rel.: 81.74%
  • Tcrit/Tclk final: 95.38%
  • Fin Setup TNS: 0 ns
  • Setup ws final: 0.1803 ns
  • Fmax: 268.8 MHz
  • Max-slew violations: 0
  • Clock Skew: 0.0009242 ns
  • RSZ-0062 raised after global routing: false
  • Minimum clock period: 3.720 ns
  • Setup violators final: 0
  • Final Hold Fails: 0
  • Min Hold Slack: 0.4988 ns
  • Worst-margin pin slew: 0.2718 ns

Worst setup path
  • CP top delay family: adder cells
  • Crit path DRT: 4.00 ns
  • Largest stage delay on the critical path: 0.54 ns
  • Type of origin of the critical path: input pin
  • CP arrival: 3.82 ns
  • Buffers & Inverters on Critical Path: 4
  • Cell mode on critical path: fa_1
  • Crit. End Element: flop
  • Cell Chain, Critical Path: clkdlybuf4s50_1 > inv_1 > fa_1 > fa_1 > fa_1 > inv_1 > ha_1 > inv_1 > fa_1 > nor3_1 > a21oi_1
  • Critical-path top delay cell: fa_1
  • Crit-path max FO: 2
  • Setup CP Type: input pin to flop

Logic synthesis
  • Cell with the most instances after synthesis: inv_1
  • Seq cells post-synth: 2
  • Distinct lib cells: 14
  • Top cells, area: fa_1 (29%), inv_1 (16%), dfxtp_1 (14%), ha_1 (9.0%), nand3b_4 (7.2%)
  • Top cells by count, synth: inv_1 (12), fa_1 (4), dfxtp_1 (2), ha_1 (2)
  • Ys Warns: 1
  • Primary FF master, synth: dfxtp_1
  • Synth area leader: fa_1
  • Asr flop ratio synth: 0%
  • Post-synthesis sequential area ratio: 14.48%
  • Yosys cell count: 30
  • Synthesis area per yosys: 276.5 um^2
  • Syn Inst Count: 30
  • Area leader share: 28.96%
  • Post-synth EDFFs: 0
  • Synthesized area: 276.5 um^2
  • Syn_area_per_cell: 9.217 um^2

Clocking
  • Clock root cell: clkbuf_4
  • Post-CTS sizing: 0
  • CTS sink count: 2
  • Clock buffer depth: 2
  • Postcts setup bufs: 0
  • H-tree levels: 1
  • CTS tree: yes
  • CTS buffer count: 3
  • Cts hold-fix bufs: 0
  • Clk ins delay skew pair: 0.22 ns
  • CTS clk-pin slew, worst paths: 0.03 ns

Final layout
  • Share of cells above drive strength 1: 13.04%
  • Largest registers: ps x2
  • Final Non-Filler Cells: 92
  • Area grow syn2layout: 76.02%
  • Max FFs per register: 2
  • Final instance area: 486.7 um^2
  • Reg with most FFs: ps

Placement
  • Final Wtd Congestion: 0.7392
  • Placed instance count: 89
  • DP Worst Slack: -0.02464 ns
  • IO buf count: 13
  • Placed inst area: 464.2 um^2

Routing
  • Routed vias: 242
  • Drt pass-1 iters: 4
  • Final wirelength: 698 um
  • Final ANT Viol Nets: 0
  • Antenna diodes: 0
  • Routed WL per cell: 7.587 um
  • First DRT Iteration DRCs: 10
  • Residual DRC: 0
  • DR vias/cell: 2.630

Global routing
  • Initial antenna violation count: 0
  • Total grt overflow: 0
  • Number of global-route vias before repair: 268
  • GRT Total Usage: 2.322%
  • First-pass GRT wire length: 1.228 mm
  • Largest net degree at the start of global routing: 5

Floorplan
  • IO Count: 18
  • Die W: 80 um
  • Rows: 21
  • Die boundary height: 80 um
  • Die ar.: 0.006400 mm^2
  • Fp_density: 8.095%
  • Core ar.: 0.003416 mm^2

Pwr
  • PwrDens: 307.2 mW/mm^2
  • Leakage: 0.2279 nW
  • Peak supply drop: 83.70 uV
  • Comb pwr share: 47.7%
  • Switching Fraction: 31.39%
  • Clock group share of total power: 30.6%
  • P_int: 0.1026 mW
  • Share of power burned in registers: 21.7%
  • Sw power: 0.04693 mW

Worst hold path
  • Hold/Removal Path Class: flop to flop

Run status
  • Status: finished, final reports clean

Run
  • Tally of OpenROAD warnings: 29
  • Max_cap viols: 0
power groups by stage:
stage     logic [mW]  registers [mW]  clock network (mW)
6_report      0.0713          0.0324              0.0458
4_1_cts       0.0718          0.0326              0.0488
5_1_grt       0.0809          0.0337              0.0509
worst register-to-register path, delay by kind of cell (launching register included):
| kind | cells | cell delay [ns] |
|---|---|---|
| DFF | 1 | 0.32 |
| AOI/OAI and AO/OA | 2 | 0.33 |
stage by stage:
| stage | power, mW | util (%) |
|---|---|---|
| 6_report | 0.1495 | 14.25 |
| 4_1_cts | 0.1532 | 14.25 |
| 5_1_grt | 0.1655 | 14.25 |
| 3_5_place_dp | 0.1035 | 13.59 |
| 2_1_floorplan | 0.07561 | - |
| 3_3_place_gp | 0.1016 | 13.59 |
path summary, 6_finish.rpt:
path,to,slack [ns],cells after the start,start
worst min register to register,ps[0],0.50,2,ps[0]
worst max register to register,ps[1],3.14,2,ps[0]
worst min-delay path,ps[0],0.50,2,ps[0]
worst max-delay path,ps[0],0.18,11,LEDR[0]
cell type report:
cell class                      instances  area (um^2)
Multi-Input combinational cell         16        191.4
Sequential cell                         2        40.04
Inverter                               12        45.04
Fill cell                             402         2929
Timing Repair Buffer                   13        130.1
Clock buffer                            3        22.52
Tap cell                               46        57.56
logic make-up after synthesis:
family                     Yosys count  synth area share, %
AOI/OAI and AO/OA                    4                14.48
xor gates and xnor gates             1                3.168
adders and majority gates            6                38.01
buffers and inverters               12                16.29
DFF                                  2                14.48
and+or+nand+nor                      5                13.57
cell usage in the layout (no fill, tap or decap):
cell type	count
inv_1	12
a21boi_2	1
nand3_1	1
a21oi_1	1
fa_1	4
ha_1	2
nand3b_4	1
clkbuf_4	3
nand2_1	1
a221oi_2	1
nor3_1	1
dfxtp_1	2
xnor2_1	1
o22a_1	1
nor2_1	1
clkdlybuf4s50_1	13
routing by layer:
| metal | part of all wire, % | GRT usage [%] | up-vias |
|---|---|---|---|
| met3 | 11 | 1.364 | 0 |
| met5 | 0 | 0 | - |
| met1 | 58 | 3.818 | 105 |
| met2 | 30 | 2.247 | 14 |
| li1 | - | - | 123 |
| met4 | 0 | 0.5282 | 0 |
Power is estimated from default activity; no workload was simulated.
