===== design/flow/run.sh =====
#!/bin/bash
# OpenROAD 26Q1-2900-gdf79404cd8, Yosys 0.63+post, stock flow scripts
make -C /OpenROAD-flow-scripts/flow DESIGN_CONFIG=/design/flow/config.mk WORK_HOME=/design/flow/orfs finish

===== design/flow/config.mk =====
export PLATFORM = sky130hd
export DESIGN_NAME = cursor
export DESIGN_NICKNAME = cursor
export VERILOG_FILES = /design/flow/design.v
export SDC_FILE = /design/flow/constraint.sdc
export NUM_CORES = 4
export LEC_CHECK = 1
export CORE_AREA = 10 10 70 70
export DIE_AREA = 0 0 80 80

===== design/flow/constraint.sdc =====
current_design cursor

set clk_period 2.1
set clk_io_pct 0.2

create_clock -name clk0 -period $clk_period [get_ports {clk}]

set non_clock_inputs [all_inputs -no_clocks]
set_input_delay [expr $clk_period * $clk_io_pct] -clock clk0 $non_clock_inputs
set_output_delay [expr $clk_period * $clk_io_pct] -clock clk0 [all_outputs]

===== design/flow/design.v =====
module cursor (clk, reset, SW_pause, KEY, LEDR, LEDR_out);
	input logic 	clk, reset, SW_pause;
	input logic [3:0]		KEY;
	input logic [7:0]		LEDR;
	output logic			LEDR_out;
	enum { led_off, led_on} ps, ns;
	always_comb begin
			case (ps)
				led_off: 		
								if 	((LEDR[6] & KEY[0]) | (LEDR[2] & KEY[1]) | (LEDR[0] & KEY[2]) | (LEDR[4] & KEY[3]))	   ns = 	led_on;
								else	ns = 	led_off;
				led_on:		if 	  (KEY[0] | KEY[1] | KEY[2] | KEY[3] | SW_pause) ns = led_off;
								else  ns = led_on;
				default: ns = led_off;				
			endcase
		end
	assign LEDR_out =  (ps == led_on);
	always_ff @(posedge clk) begin
		if (reset)
			ps <= led_on;
		else
			ps <= ns;
	end
endmodule

==> results.json <==
{
  "synth_top_cell_by_area": "dfxtp_1",
  "wl_um": 602,
  "power.switching_w": 0.00003209,
  "p_int_w": 0.0001287,
  "initCoreUtil_pct": 2.967,
  "critPathCaptureType": "register",
  "critical_path_class": "input pin to register",
  "common_cells": "a22oi_1, dfxtp_1",
  "top_cells_by_area": "dfxtp_1, a22oi_1, or4_4",
  "wire_per_inst_um": 8.479,
  "first_global_vias": 172,
  "worstMarginPinSlew_ps": 226.7,
  "reg_top3": "ps x2",
  "yosys_warnings": 1,
  "drive_gt1_share_pct": 20.00,
  "crit_fanout": 2,
  "slew_headroom_pct": 84.89,
  "grt_first_pass_wirelength_um": 966,
  "clockRootBuffer": "clkbuf_4",
  "drc_errors": 0,
  "placed_area_um2": 269.0,
  "tritoncts.num_buffers": 3,
  "avgSynthCellArea_um2": 9.213,
  "edf_count": 0,
  "vias": 152,
  "clkTransAtPathRegs_ps": 30,
  "cts_resized": 0,
  "leakagePower_nw": 0.09280,
  "async_flop_share_pct": 0,
  "swShare_pct": 19.96,
  "hold_path.class": "register to register",
  "combPwrFrac_pct": 20.5,
  "slew_violations": 0,
  "dr.pass1.iters": 4,
  "power_frac_seq_pct": 27.3,
  "critical_path_required_ps": 2210,
  "synth_cell_types": 9,
  "period_needed_ps": 1479,
  "fin_crit_sh_pct": 70.45,
  "dieWidth_um": 80,
  "vias_per_cell": 2.141,
  "final_cells": 71,
  "die_area_um2": 6400,
  "ys_cells": 11,
  "ios": 16,
  "diodes": 0,
  "synth_area_um2": 101.3,
  "grt_overflow": 0,
  "rows": 21,
  "area_growth_pct": 187.7,
  "drtIter0Drc": 2,
  "setup_violations": 0,
  "synthCells": 11,
  "dp_cells": 68,
  "antenna_found_initial": 0,
  "cts_buffer_depth": 2,
  "antenna_left": 0,
  "core_region_area_um2": 3416,
  "critical-path-slowest-cell": "or4_4",
  "clkPwrFrac_pct": 52.2,
  "crit_path_max_incr_delay_ps": 540,
  "cts_tree": "done",
  "grt_use_total_pct": 2.105,
  "place.gp.congestion": 0.7842,
  "cap_violations": 0,
  "max-vdd-ir-drop_mv": 0.07436,
  "outcome": "finished, final reports clean",
  "fp.dieH_um": 80,
  "power_density_nw_per_um2": 551.4,
  "cts.htree.levels": 1,
  "final_area_um2": 291.5,
  "cts-hold-fix-buffers": 0,
  "tns_ps": 0,
  "synth_chip_area_um2": 101.3,
  "synth_top_flop_cell": "dfxtp_1",
  "top_register": "ps",
  "warning_count": 29,
  "postCtsSetupRepairBufs": 0,
  "grt_max_degree": 4,
  "hold_viol_final": 0,
  "crit_chain": "clkdlybuf4s50_1 > or4_4 > o21ai_1 > a21oi_1",
  "fmax_mhz": 675.9,
  "arrival_ps": 1590,
  "portBuffers": 11,
  "rsz0062_at_grt": "false",
  "ys_ff": 2,
  "cp-start-kind": "input pin",
  "cts_sinks": 2,
  "synth_top_area_share_pct": 39.51,
  "skew_ps": 0.9220,
  "clock_latency_ps": 220,
  "synth_seq_share_pct": 39.51,
  "largest_reg_flops": 2
}
==> cell families (layout without fill, tap and decap cells) <==
family                 count (synthesis)  count (layout)  share of synthesized area, %
buffers and inverters                  0              14                             0
DFF                                    2               2                         39.51
AOI/OAI and AO/OA                      5               5                         34.55
and+or+nand+nor                        4               4                         25.92
==> critical path, delay by kind of cell <==
kind,cells,cell delay [ps]
AND/OR/NAND/NOR,1,540
AND-OR/OR-AND,2,200
buffers and inverters,1,430
==> power by group through the flow <==
stage | registers, W | clock network (W) | logic (W)
CTS | 0.0000438 | 0.0000898 | 0.0000334
global route | 0.0000445 | 0.0000930 | 0.0000360
finish | 0.0000439 | 0.0000839 | 0.0000329
==> metrics by stage <==
step,hold WS [ps],power (W),setup slack [ps],util (%)
after floorplan,437.7,0.00005137,856.2,-
after global placement,457.6,0.00007676,408.4,7.875
after detailed placement,472.5,0.00007749,403.7,7.875
after CTS,486.5,0.0001671,602.9,8.535
after global routing,526.2,0.0001735,559.5,8.535
final,486.3,0.0001608,620.5,8.535
==> path summary, 6_finish.rpt <==
check,to,slack (ps),depth (start not counted),start
worst min register to register,ps[1],490,2,ps[1]
worst min-delay path,ps[1],490,2,ps[1]
worst max register to register,ps[0],1360,1,ps[0]
worst max-delay path,ps[1],620,4,KEY[0]
==> cell type report <==
class                   instances  area, µm²
clock buffers                   3      22.52
fillers                       410       3124
multi-input cells               9      61.31
flip-flops and latches          2      40.04
well taps                      46      57.56
repair buffers                 11      110.1
==> per-layer routing <==
metal / track usage (%) / part of all wire, % / up-vias / wire length, µm
met1: 2.119 / 34 / 71 / 207
met3: 2.273 / 17 / 0 / 105
li1: - / - / 73 / -
met4: 0.5282 / 0 / 0 / 0
met5: 0 / 0 / - / 0
met2: 2.889 / 48 / 8 / 288
==> cell usage in the layout (no fill, tap or decap), drive strengths merged <==
cell type	n
clkdlybuf4s50	11
clkbuf	3
a22oi	2
dfxtp	2
nand3	1
or4	1
o21ai	1
a21oi	1
nand2	1
nor2	1
a221o	1
No activity file was given, so power comes from the tool's default toggle rates.
