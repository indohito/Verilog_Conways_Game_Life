## /design/flow/config.mk

```make
export PLATFORM = sky130hd
export DESIGN_NAME = red
export DESIGN_NICKNAME = red
export VERILOG_FILES = /design/flow/design.v
export SDC_FILE = /design/flow/constraint.sdc
export NUM_CORES = 4
export LEC_CHECK = 1
export CORE_AREA = 10 10 70 70
export DIE_AREA = 0 0 80 80
```

## /design/flow/constraint.sdc

```tcl
current_design red

set clk_period 1.1
set clk_io_pct 0.2

create_clock -name clk0 -period $clk_period [get_ports {clk}]

set non_clock_inputs [all_inputs -no_clocks]
set_input_delay [expr $clk_period * $clk_io_pct] -clock clk0 $non_clock_inputs
set_output_delay [expr $clk_period * $clk_io_pct] -clock clk0 [all_outputs]
```

## /design/flow/design.v

```verilog
module red (clk, reset, SW_pause, KEY, LEDR, LEDR_out);
	input logic 	clk, reset, SW_pause;
	input logic [3:0]		KEY;
	input logic [7:0]		LEDR;
	output logic			LEDR_out;
	enum { led_off, led_on} ps, ns;
	always_comb begin
			case (ps)
				led_off:		if 	  ((LEDR[6] & KEY[0]) | (LEDR[2] & KEY[1]) | 
											(LEDR[0] & KEY[2]) | (LEDR[4] & KEY[3]))	ns = 	led_on;
								else																ns = 	led_off;
				led_on:		if 	  (KEY[0] | KEY[1] | KEY[2] | KEY[3] | SW_pause)	ns = 		led_off;
								else 																		ns = 		led_on;
				default: ns = led_off;				
			endcase
		end
	assign LEDR_out =  (ps == led_on);
	always_ff @(posedge clk) begin
		if (reset)
			ps <= led_off;
		else
			ps <= ns;
	end
endmodule 
```

## /design/flow/run.sh

```bash
#!/bin/bash
# OpenROAD 26Q1-2900-gdf79404cd8, Yosys 0.63+post, stock flow scripts
make -C /OpenROAD-flow-scripts/flow DESIGN_CONFIG=/design/flow/config.mk WORK_HOME=/design/flow/orfs finish
```

==> results.cfg <==
; physical design summary
[synthesis]
synth.distinct_cells = 10
numSynthFlops = 2
yosysWarnings = 1
ys_cells = 12
synth_area_sq_um = 105
syn_avg_cell_area_sq_um = 8.76
seq_area_frac_synth_pct = 38.1
synthCells = 12
yosys_area_sq_um = 105

[finish]
top_register = ps
syn_to_final_growth_pct = 207
layout_top_cells = 5 x clkdlybuf4s50_1, 3 x clkbuf_4
drive_gt1_share_pct = 50.0
largest_registers = ps: 2 flops
layout.cells.most_common = clkdlybuf4s50_1
largest_reg_flops = 2
fillCellCount = 413

[cts]
hold_buffers = 0
cts_tree = built
clk_latency_ns = 0.22
cts_sinks = 2
clkSlewWorstSetupHoldPaths_ns = 0.03
clock_path_buffers = 2
htreeDepth = 1
postCtsSetupBuffers = 0
cts_buffers = 3
cts_root_buf = clkbuf_4

[power_and_ir_drop]
power.total_uw = 318
power_frac_comb_pct = 22.5
leakagePower_uw = 0.000131
power.internal_uw = 249
share_seq_of_total_power_pct = 27.1
power.switching_uw = 69.9
ir_worst_vdd_v = 0.000132
powerDensity_nw_per_um2 = 986
swShare_pct = 21.9
clock_power_share_pct = 50.4

[setup_path]
r2r_slack_ns = 0.43
required_ns = 1.21
critical_path_class = primary input to register
critPathLaunchType = primary input
critPathArrivalTime_ns = 1.18
r2r_start = ps[0]$_DFF_P_
path_max_fanout = 2
worstReg2RegEnd = ps[1]$_DFF_P_
endpoint_kind = register
worstRegToRegCells = 1

[job]
max-cap-violations = 0
warnings = 29

[route]
routed-via-count = 161
wl_per_cell_um = 8.36
wirelength_um = 619
drt-pass1-iter-count = 1
avgViaCountPerCell = 2.18
antenna_left = 0
diodes = 0
drt-initial-drc-count = 0
drc = 0

[sta]
tightestPinTransition_ns = 0.187
fin_skew_ns = 0.00133
slew_viol_final = 0
max_freq_ghz = 0.936
timing.setup.tns_ns = 0
timing.final.crit_share_pct = 97.1
rsz0062_at_grt = no
finalHoldViolCount = 0
holdWs_ns = 0.363
period_minus_slack_ns = 1.07
setup_violations = 0
slew_headroom_pct = 87.5

[place]
gp_congestion = 0.763
port_buffers = 11
dp_hpwl_um = 556

[min_path]
min_from = KEY[2]
hold_depth = 4
whs_endpoint = ps[0]$_DFF_P_
min_path_type = primary input to register

[grt]
grt_antenna_before_repair = 0
grt_pass1_wl_um = 1020
grt_pass1_vias = 196
grt.total_usage_pct = 2.17
grt-ovfl-total = 0
grt_max_degree = 4

[die]
die-area_sq_um = 6400
fp.coreArea_sq_um = 3420
dieHeight_um = 80
placementRows = 21
ios = 16
die_w_um = 80
fp_util_pct = 3.08

[run_status]
status = finished, final reports clean
-- cell type report --
cell class                 count  area (sq um)  area share, %
multi-input combinational      9          81.3           25.2
sequential                     2          41.3           12.8
inverter                       1          3.75           1.16
tap                           46          57.6           17.8
timing repair buffer          13           116           36.0
clock buffer                   3          22.5           6.98
-- Yosys cell counts (all sizes together) --
master	instances	area, sq um
or4	1	7.51
a32o	1	11.3
nor3	1	10.0
inv	1	3.75
o21ai	1	5.00
nand2	1	3.75
a22oi	2	15.0
nor2	1	3.75
dfxtp	2	40.0
nand3	1	5.00
-- stage by stage --
stage               setup slack (ns)  instance area (sq um)  util [%]  std cells
floorplan                     0.0178                    105         -         12
global placement              -0.449                    288      8.42         71
detailed placement            -0.470                    288      8.42         71
CTS                          0.00428                    320      9.38         74
global route                 0.00206                    323      9.45         74
finish                        0.0314                    323      9.45         74
-- power by group through the flow --
stage,logic (uW),registers [uW],clock network (uW)
CTS,73.4,86.2,169
global route,78.4,86.5,187
finish,71.6,86.3,161
-- how the worst max path moves through the flow --
| stage | depth (start not counted) | from | to | slack [ns] |
|---|---|---|---|---|
| 6_report | 4 | LEDR[0] | ps[1]$_DFF_P_ | 0.03 |
| 5_1_grt | 4 | KEY[3] | ps[1]$_DFF_P_ | 0.002 |
| 4_1_cts | 4 | KEY[3] | ps[1]$_DFF_P_ | 0.004 |
-- metal layers --
layer,vias to the layer above,global-route usage [%],share of wire (%)
li1,79,-,-
met1,75,1.99,31
met2,5,3.13,51
met3,2,2.27,16
met4,0,0.880,0.97
met5,-,0,0
-- critical path: stages --
cell and delay [ns]:
clkdlybuf4s50_1 0.42, a22oi_2 0.20, nand2_1 0.08, a32o_2 0.26
-- repair_timing --
action | in CTS | in global routing
resized | 19 | 1
pin swaps | 4 | 3
setup endpoints to repair | 3 | 2
-- logic make-up (layout without fill, tap and decap cells) --
logic type | count (synthesis) | in the layout | synth area share (%)
simple gates | 5 | 5 | 28.6
compound gates | 4 | 4 | 29.8
flops | 2 | 2 | 38.1
buf+inv | 1 | 17 | 3.57
Power figures rest on the tool's default switching activity, not on a simulated workload.
